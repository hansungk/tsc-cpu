==> design/flow/design.v <==
`timescale 1ns/1ns
module DMA (
    input                           CLK, BG,
    input [4 * 16 - 1 : 0]  edata,
    input [2 * 16 - 1 : 0]  cmd,  
    input                           doneM,  
    output reg                      BR,
    output                          WRITE,
    output [16 - 1 : 0]     addr, 
    output [4 * 16 - 1 : 0] data,
    output reg [1:0]                offset,
    output reg                      interrupt);
   reg [2 * 16 - 1 : 0]     cmd_reg;
   wire [16 - 1 : 0] cmd_addr;
   wire [16 - 1 : 0] cmd_len;
   assign cmd_addr = cmd_reg[2 * 16 - 1 : 16] + 4 * offset;
   assign cmd_len  = cmd_reg[    16 - 1 : 0];
   assign addr = BG ? cmd_addr : 'bz;
   assign data = BG ? edata : 'bz;
   initial begin
      cmd_reg <= 'bz;
      offset <= 2'b0;
      BR <= 0;
      interrupt <= 0;
   end
   assign WRITE = BR && BG && !doneM;
   always @(posedge CLK) begin
      if (cmd != 0) begin
         BR <= 1;
         cmd_reg <= cmd;
      end
      if (BG) begin
         if (doneM) begin
            if (offset < (cmd_len >> 2) - 1) begin
               offset <= offset + 1;
               BR <= 0;
            end else if (offset == (cmd_len >> 2) - 1) begin
               offset <= 0;
               BR <= 0;
            end
         end
      end  
      if (!BR && offset != 0) begin
         BR <= 1;
      end
      if (interrupt) begin
         cmd_reg <= 'bz;
         interrupt <= 0;
      end
   end  
   always @(negedge BG) begin
      if (offset == 0)
        interrupt <= 1;
   end
endmodule
==> design/flow/run.sh <==
#!/bin/bash
# OpenROAD 26Q1-2900-gdf79404cd8, Yosys 0.63+post, stock flow scripts
make -C /OpenROAD-flow-scripts/flow DESIGN_CONFIG=/design/flow/config.mk WORK_HOME=/design/flow/orfs finish
==> design/flow/config.mk <==
export PLATFORM = sky130hd
export DESIGN_NAME = DMA
export DESIGN_NICKNAME = DMA
export VERILOG_FILES = /design/flow/design.v
export SDC_FILE = /design/flow/constraint.sdc
export NUM_CORES = 4
export LEC_CHECK = 1
export CORE_AREA = 10 10 113 113
export DIE_AREA = 0 0 123 123
==> design/flow/constraint.sdc <==
current_design DMA

set clk_period 3.8
set clk_io_pct 0.2

create_clock -name clk0 -period $clk_period [get_ports {BG}]
create_clock -name clk1 -period $clk_period [get_ports {CLK}]

set non_clock_inputs [all_inputs -no_clocks]
set_input_delay [expr $clk_period * $clk_io_pct] -clock clk0 $non_clock_inputs
set_output_delay [expr $clk_period * $clk_io_pct] -clock clk0 [all_outputs]
==> run notes <==
Physical implementation.

- The flow reports that combinational logic draws 20.1% of the design power.
- For reference, simple AND, OR, NAND and NOR cells occupy 13.5% of the area reported after synthesis.
- The floorplan step defined a core boundary enclosing ~0.010 mm².
- The power density over the cells is between 400 and 500 mW/mm².
- The final report lists the setup-violating endpoint count as 0.
- Entering global routing, the biggest net connects 32 pins.
- TritonCTS built the clock tree.
- The highest fanout seen on the critical path is 2.
- The area fraction in compound gates after synthesis is 3.76%.
- The initial core utilization is between 20% and 30%.
- The launching element of the worst setup path is BG.
- The violation count after the first detailed-routing iteration is around 40.
- The final instance area is approximately 0.0025 mm².
- Counting flops with a built-in enable in the synthesized netlist gives 32.
- The design internal power is between 800 and 900 µW.
- According to the report, the first pass of detailed routing completed in 6 iterations.
- The count of boundary I/O pins is 184.
- The worst-case reg-to-reg path depth is 9.
- Setup slack closes at between 0.3 and 0.4 ns.
- Setup repair after global routing left no endpoint under its margin.
- The total number of warnings across the stage logs is 30.
- The clock transition time at the flip-flop clock pins of the worst setup and hold paths is about 0.070 ns.
- In this run, the synthesized area fraction spent on xor and xnor cells is recorded as under 10%.
- The yosys cell count is ~190.
- The net switching component of the power is roughly 270 µW.
- The number of flip-flops in the largest register is 30.
- After routing, the total negative slack on setup checks comes to 0 ns.
- The first-pass GRT wire length is 7.04 mm.
- The initial antenna violation count is 0.
- The via count of the first global-routing pass is about 1,500.
- Timing analysis after detailed placement gives a worst setup slack of roughly 0.6 ns.
- Counting distinct cell types in the post-synthesis netlist gives 37.
- In the layout the commonest cells are 53 x sky130_fd_sc_hd__clkdlybuf4s50_1, 32 x sky130_fd_sc_hd__edfxtp_1, 11 x sky130_fd_sc_hd__clkbuf_8.
- Per the OpenROAD floorplan log, the width of the die is approximately 120 µm.
- The hold-fix buffer count after cts is 0.
- The count of buffers from port buffering is ~53.
- In the final layout, the share of cells above drive strength 1 is about an eighth.
- The max-slew violation count is 0.
- The number of cell rows is 37.
- The run finished with clean final reports.
- During synthesis, Yosys emitted a total of 7 warnings.
- The worst setup path is launched from a clock port.
- In the synthesized netlist, the dominant kind of combinational cell is buffers and inverters.
- Among all flip-flop cells after synthesis, the most frequent one is sky130_fd_sc_hd__edfxtp_1.
- The instance area at placement is between 0.002 and 0.0025 mm².
- The most common library cell in the layout ignoring fill and taps is sky130_fd_sc_hd__clkdlybuf4s50_1.
- For reference, the mux area share after synthesis is less than 1%.
- A synthesized cell averages 11.2 µm².
- The master of the slowest instance on the critical path is sky130_fd_sc_hd__clkdlybuf4s50_1.
- The category of the critical setup timing path is clock port to output pin.
- Once detail routing completed, the nets flagged for antenna violations numbered 0.
- After detailed routing, the average wire length per cell comes to 13.6 µm.
- The report counts max-capacitance violations totalling 0.
- The final wirelength is 4.42 mm.
- The chip occupies about 0.015 mm².
- The routability congestion estimate from global placement is roughly 0.83.
- The cell count after synthesis is 187.
- The post-CTS repair timing setup buffer count is 0.
- The worst min-delay path startpoint is BR.
- The total overflow left after global routing is 0.
- The total antenna diodes in the routed design is 0.
- In this run the worst hold path is classified as register to register.
- The final timing report lists clock skew as between 0.004 and 0.005 ns.
- The proportion of power drawn by the clock network is 38.5%.
- Of all flip-flops after synthesis, the portion carrying an async set or reset was 0%.
- Across all checked pins, the minimum headroom to the slew limit is ~51%.
- The number of failing hold endpoints at the final stage is 0.
- The report gives the cell count of the worst hold path as 1.
- The longest incremental delay of any stage on the critical path is reported as roughly 0.40 ns.
- The cell sequence reported for the critical path is clkbuf_8 -> clkbuf_8 -> and3b_1 -> clkdlybuf4s50_1.
- Measured on the finished design, the core utilization comes to approximately 24%.
- The vias after detailed routing is between 1,000 and 1,500.
- Registers are responsible for between 40% and 50% of the overall power.
- The cell occurring most often along the worst timing path is sky130_fd_sc_hd__clkbuf_8.
- STA puts the critical path data arrival time at ~2.7 ns.
- The area fraction in full adders, half adders and majority gates is 4.54%.
- The worst setup path is captured at an output pin.
- Post-synthesis, Yosys gives the total cell area as 0.00210 mm².
- Once detailed placement completed, the half-perimeter wirelength came to 3.60 mm.
- According to the floorplan report, the die height is between 100 and 150 µm.
- The worst-margin pin slew is between 0.7 and 0.8 ns.
- The data required time at the worst endpoint is between 3 and 4 ns.
- The DRC violation total left in the routed layout is recorded as 0.
- Using the TritonRoute via totals, the vias-per-cell ratio works out to 3.75.
- The total routing resource utilization after global routing is under 10%.
- Sequential cells were found to cover between 40% and 50% of the synthesized design area.
- The static leakage power is ~0.9 nW.
- The cell resize tally after clock tree synthesis is 0.
- The switching power share of the total is between 20 and 25%.
- The maximum vdd ir drop is about 160 µV.
- Synthesis inferred 33 register bits.
- In this run the critical register-to-register path is launched from cmd_reg[2].
- The area added between synthesis and finish is 18.5%.
- Before any placement, the netlist area is recorded as 0.00210 mm².
==> cells by family (layout without fill, tap and decap cells) <==
| family | after synthesis | in the layout |
|---|---|---|
| AND/OR/NAND/NOR | 47 | 47 |
| buffers and inverters | 74 | 76 |
| flip-flops | 33 | 33 |
| multiplexers | 1 | 1 |
| other | 1 | 1 |
| XOR/XNOR | 13 | 13 |
| AND-OR/OR-AND | 11 | 11 |
| adder cells (fa/ha/maj) | 7 | 7 |
==> worst max-delay path: cells and delay by family <==
family	cells	cell delay, ns
and+or+nand+nor	1	0.16
buffers and inverters	3	0.63
==> synth_stat cells, types with 3 or more instances <==
master | count | share of area [%]
sky130_fd_sc_hd__and3_1 | 3 | 0.90
sky130_fd_sc_hd__inv_1 | 7 | 1.3
sky130_fd_sc_hd__nor2b_1 | 3 | 0.90
sky130_fd_sc_hd__nor4_1 | 9 | 2.7
sky130_fd_sc_hd__nor2_1 | 9 | 1.6
sky130_fd_sc_hd__edfxtp_1 | 32 | 46
sky130_fd_sc_hd__nand3_1 | 4 | 0.96
sky130_fd_sc_hd__xor2_1 | 6 | 2.5
sky130_fd_sc_hd__ha_1 | 6 | 3.6
sky130_fd_sc_hd__xnor2_1 | 7 | 2.9
sky130_fd_sc_hd__nand4_1 | 3 | 0.90
sky130_fd_sc_hd__nand2_1 | 5 | 0.90
sky130_fd_sc_hd__buf_4 | 67 | 24
sky130_fd_sc_hd__a21oi_1 | 3 | 0.72
==> power groups by stage <==
| stage | logic [mW] | clock network [mW] | registers, mW |
|---|---|---|---|
| 6_report | 0.225 | 0.431 | 0.464 |
| 5_1_grt | 0.253 | 0.469 | 0.471 |
| 4_1_cts | 0.232 | 0.447 | 0.465 |
==> layout make-up <==
class                      count  area, µm²
inverter                       7       26.3
clock inverter                 4       35.0
fill                        1066       7840
timing repair buffer          52        520
tap                          136        170
sequential                    33        981
multi-input combinational     80        586
clock buffer                  13        165
==> metrics by stage <==
stage                     power, mW  instances  hold slack, ns
final                          1.12        325           0.536
after global routing           1.19        325           0.598
after CTS                      1.14        325           0.555
after detailed placement      0.726        309           0.419
after floorplan               0.594        187           0.418
after global placement        0.728        309           0.419
==> final timing paths <==
check	to	slack, ns
hold / removal	BR	0.54
min in group clk0	data[0]	1.52
max in group clk1	offset[1]	1.30
setup reg to reg	offset[1]	1.56
setup / recovery	WRITE	0.34
hold reg to reg	BR	0.54
==> per-layer routing <==
metal | share of wire, % | track usage (%)
met2 | 47 | 8.57
met5 | 0 | 0
met1 | 42 | 7.12
met3 | 8.8 | 2.73
met4 | 1.9 | 2.69
Power figures rest on the tool's default switching activity, not on a simulated workload.
